===== design/flow/config.mk =====
export PLATFORM = sky130hd
export DESIGN_NAME = i2c_master
export DESIGN_NICKNAME = i2c_master
export VERILOG_FILES = /design/flow/design.v
export SDC_FILE = /design/flow/constraint.sdc
export NUM_CORES = 4
export LEC_CHECK = 1
export CORE_AREA = 10 10 99 99
export DIE_AREA = 0 0 109 109

===== design/flow/constraint.sdc =====
current_design i2c_master

set clk_period 2.0
set clk_io_pct 0.2

create_clock -name clk0 -period $clk_period [get_ports {clk}]

set non_clock_inputs [all_inputs -no_clocks]
set_input_delay [expr $clk_period * $clk_io_pct] -clock clk0 $non_clock_inputs
set_output_delay [expr $clk_period * $clk_io_pct] -clock clk0 [all_outputs]

===== design/flow/design.v =====
module i2c_master(
input clk,read_write,start,stop,reset,
  input [6:0] address,
  input [7:0] din,
  inout SDA,
  output SCL,
  output reg [7:0] dout
);
  reg [3:0] state ;
  parameter S0 = 0, S1 = 1, S2 = 2 , S3 = 3, S4 =4 , S5 = 5 , S6 = 6, S7 = 7, S8 = 8, S9 = 9,S10 = 10, S11 = 11, S12 = 12,S13 = 13, S14 = 14 ,sender_mode = 1,receiver_mode = 0,address_phase = 0,data_phase = 1;
  reg [2:0] count;
  reg scl , sda,ack,mode;
   reg [7:0] tx_reg;
    always @(posedge clk ) begin
        if (reset) begin
      count = 0;
      state = S0;
      scl = 1;
      sda = 1;
    end
    else  
    case (state) 
      S0 : begin
        if (start == 1'b1) 
          state = S1 ;
          else state = S0;
        scl = 1;
        sda = 1;
      end
            S1 : begin 
        state = S2;
        sda = 0;
        count = 0;
        mode = read_write;  
        tx_reg = {address,read_write};
      	end   
      S2 : begin 
        scl = 0;  
        state = S3;
        sda = tx_reg[~count] ;
      end
      S3 : begin 
	        scl = 1; 
        count = count +1;
        if (count == 0) state = S4; 
        else state = S2;
      end
	  S4 : begin
        state = S5;
        scl = 0;  
      end
      S5 : begin
        scl = 1;  
        if(SDA == 0) ack = 1;
        else ack = 0;
       	 if(ack == 0) state = S0;
       	 else begin
           if(ack == 1 && mode == receiver_mode) begin
           	 state = S8;
          	  tx_reg = 0;
        	  end
         	 if(ack == 1 && mode == sender_mode) begin
          	  state = S6;
          	  tx_reg = din;
        	  end
       end
      end
      S6 : begin
            scl = 0;  
        if(count == 0 && stop == 1) begin  
          	state = S13;
        	  sda = 0;
        	end
        	else begin
          	state = S7;
          	sda = tx_reg[~count];
      	  	end
      	end
      S7 : begin
        scl = 1;  
        count = count +1;
        if(count == 0)state = S4;
        else state = S6;
      end
      S8 : begin
        scl = 0;  
        sda=1; 
        if(stop == 1)begin
          	state = S13;
          		sda = 0;
        	end
        else state = S9;
      end
      S9 : begin
        scl = 1;  
        tx_reg[~count] = SDA;
        if(count == 7) state =S11;
        else state = S10;
      end
      S10 : begin
        scl = 0 ;  
        count = count +1;
        state = S9;
      end
      S11 : begin
        scl = 0 ;  
        sda = 0;
        count = 0;
        state = S12;
      end
      S12 : begin
        scl = 1;  
        dout = tx_reg;
        state = S8;
      end
      S13 : begin
         scl = 1;  
        state = S14;
      end
      S14 : begin
        sda = 1;
        state = S0; 
      end
    endcase
  end      
  assign SDA = (sda == 0 ) ? 1'b0 : 1'bz ;
  assign SCL = (scl == 0 ) ? 1'b0 : 1'bz ;
endmodule

===== design/flow/run.sh =====
#!/bin/bash
# OpenROAD 26Q1-2900-gdf79404cd8, Yosys 0.63+post, stock flow scripts
make -C /OpenROAD-flow-scripts/flow DESIGN_CONFIG=/design/flow/config.mk WORK_HOME=/design/flow/orfs finish

==> impl_metrics.env <==
# source this file to load flow results
export IMPL_cts_sinks=35
export IMPL_synth_area_leader_cell="edfxtp_1"
export IMPL_chip_area_um2=11900
export IMPL_cts_hold_buf=0
export IMPL_fin_crit_sh_pct=83.7
export IMPL_placeableCoreArea_um2=7730
export IMPL_io_buffers=27
export IMPL_top_area_share_pct=35.1
export IMPL_final_hold_violation_count=0
export IMPL_ys_flop_type="dfxtp_1"
export IMPL_ys_warn_count=3
export IMPL_fmax_ghz=0.597
export IMPL_hold_path_cell_count=2
export IMPL_outcome="finished, final reports clean"
export IMPL_power_density_nw_per_um2=698
export IMPL_synthTopCellsByCount="18 x dfxtp_1, 17 x edfxtp_1, 13 x nand2_1, 11 x nor2_1, 8 x a32oi_1"
export IMPL_rows=32
export IMPL_final_util_pct=25.0
export IMPL_groute_usage_overall_pct=5.04
export IMPL_cp_end_kind="register"
export IMPL_grt_pass1_wl_um=4770
export IMPL_logic_area_um2=510
export IMPL_yosys_area_um2=1460
export IMPL_seqCellArea_um2=871
export IMPL_period_needed_ps=1670
export IMPL_clockRootBuffer="clkbuf_8"
export IMPL_setup_slack_ps=326
export IMPL_rr_worst_depth=5
export IMPL_synth_edff_count=17
export IMPL_fillers=812
export IMPL_diodes=0
export IMPL_crit_required_ps=2030
export IMPL_antenna_found_initial=0
export IMPL_pin_count=30
export IMPL_final_area_um2=1930
export IMPL_warnings=30
export IMPL_yosys_cells=128
export IMPL_final_setup_viol_count=0
export IMPL_htreeDepth=2
export IMPL_syn_area_um2=1460
export IMPL_yosys_cell_count_top_type="dfxtp_1"
export IMPL_post_place_ws_ps=264
export IMPL_r2r_setup_slack_ps=330
export IMPL_critical_path_startpoint="count[1]$_SDFFE_PP0P_"
export IMPL_drc=0
export IMPL_clkTransAtPathRegs_ps=70
export IMPL_drtIter0Drc=33
export IMPL_wl_per_cell_um=11.5
export IMPL_criticalPathCategory="reg2reg"
export IMPL_grt_ovfl_total=0
export IMPL_placed_area_um2=1840
export IMPL_area_delta_synth_final_pct=32.9
export IMPL_regToRegStartpoint="count[1]$_SDFFE_PP0P_"
export IMPL_min_to="state[0]$_DFF_P_"
export IMPL_synth_flops=35
export IMPL_dp_hpwl_um=2320
export IMPL_p_leak_nw=0.713
export IMPL_vias=985
export IMPL_synthArstFlopShare_pct=0
export IMPL_topCellsByArea="edfxtp_1 35%, dfxtp_1 25%, ha_1 6.0%"
export IMPL_slew_viol_final=0
export IMPL_drtPass1Iterations=4
export IMPL_initCoreUtil_pct=18.8
export IMPL_crit_arrival_ps=1710
export IMPL_cts_tree="yes"
export IMPL_gp_congestion=0.777
export IMPL_finClkSkew_ps=6.42
export IMPL_grt_max_degree=13
export IMPL_tns_ps=0
export IMPL_grt_pass1_vias=1001
export IMPL_rsz0062_at_grt="false"
export IMPL_cts_made_buffers=5
export IMPL_cts_repair_resized=0
export IMPL_hold_path_class="reg2reg"
export IMPL_holdCritStartpoint="state[7]$_DFF_P_"
export IMPL_post_drt_via_cell_ratio=3.75
export IMPL_antenna_left=0
export IMPL_crit_path_start_kind="register"
export IMPL_largest_reg_flops=15
export IMPL_die_h_um=109
export IMPL_worstPathMaxFanout=10
export IMPL_cts_setup_buffers=0
export IMPL_syn_area_per_cell_um2=11.4
export IMPL_synthDistinctLibCells=29
export IMPL_cts_buffer_depth=2
export IMPL_die_w_um=109
export IMPL_drv_cap=0
export IMPL_ys_seq_share_pct=59.8
export IMPL_peakVddDrop_v=0.000233
export IMPL_drive_above_1_share_pct=9.32
export IMPL_rr_endpoint="tx_reg[7]$_DFFE_PP_"
export IMPL_drt_total_wl_um=3020
export IMPL_clk_latency_ps=280
export IMPL_synthCells=128
metal layers:
metal / vias to the layer above / routed length (um) / share of wire [%] / GRT usage [%]
li1: 505 / - / - / -
met1: 454 / 1470 / 49 / 6.81
met2: 24 / 1320 / 44 / 7.88
met3: 2 / 169 / 5.6 / 1.49
met4: 0 / 54 / 1.8 / 1.13
met5: - / 0 / 0 / 0
cells in the final DEF (no fill, tap or decap), drive strengths merged:
cell type / instances
and4b: 1
or3: 1
clkinv: 1
a22oi: 1
edfxtp: 17
nor2b: 7
conb: 2
clkdlybuf4s50: 27
and3b: 1
nor3: 4
nand3: 4
nand2: 13
xnor2: 1
dfxtp: 18
nand2b: 3
a32oi: 8
o21ai: 3
nor3b: 1
buf: 5
mux2i: 2
inv: 7
nor4: 1
clkbuf: 7
o211ai: 2
nor2: 12
a21oi: 5
ha: 7
where the power goes:
part	internal, mW	switching, mW
logic	0.0498	0.0285
clock network	0.277	0.228
registers	0.759	0.00665
worst max path at each step:
stage / slack, ps / endpoint
final: 330 / tx_reg[7]$_DFFE_PP_
after CTS: 330 / tx_reg[7]$_DFFE_PP_
after global routing: 230 / tx_reg[7]$_DFFE_PP_
final cells by class:
class	instances	area share, %
inverters	7	1.36
multi-input cells	79	26.4
repair buffers	32	15.9
clock inverters	1	0.259
flip-flops and latches	35	45.0
clock buffers	7	4.46
well taps	102	6.60
per-stage QoR:
step	hold WS (ps)	power [mW]	std cells
global placement	408	0.859	255
finish	432	1.35	263
global route	457	1.40	263
floorplan	393	0.814	129
detailed placement	420	0.860	255
CTS	436	1.36	263
critical path, stage by stage, from the launching register on:
cell and delay, ps:
dfxtp_1 360, ha_1 210, ha_1 400, nand2b_1 190
a32oi_1 200, nand2_1 70
logic make-up after synthesis:
group | after synthesis | synth area share [%]
adders and majority gates | 7 | 6.02
AOI/OAI and AO/OA | 19 | 9.11
xor gates and xnor gates | 1 | 0.602
DFF | 35 | 59.8
and+or+nand+nor | 48 | 17.5
buffers and inverters | 15 | 5.33
other | 1 | 0.258
muxes | 2 | 1.38
Power and IR drop assume default switching activity.
